==> flow/design.v <==
`timescale 1ns / 1ps
module registers(
        clk,
        oe,
        we,
        addr,
        in,
        out,
        disp_addr,
        disp_out
    );
parameter width = 16;
parameter depth = 8;
parameter addr_width = 3;
input clk;
input oe;
input we;
input [addr_width-1 : 0]    addr;
input [width-1 : 0]         in;
output[width-1 : 0]         out;
input [addr_width-1 : 0]    disp_addr;
output[width-1 : 0]         disp_out;
reg [width-1 : 0]           regs[depth-1 : 0];
reg [addr_width : 0]        i;
initial begin
    for(i = 0; i < depth; i = i + 1)
        regs[i] <= 0;
end
always @(posedge clk) begin
    if(we)
        regs[addr] <= in;
end
assign out = oe ? regs[addr] : 0;
assign disp_out = regs[disp_addr];
endmodule
==> flow/run.sh <==
#!/bin/bash
# OpenROAD 26Q1-2900-gdf79404cd8, Yosys 0.63+post, stock flow scripts
make -C /OpenROAD-flow-scripts/flow DESIGN_CONFIG=/design/flow/config.mk WORK_HOME=/design/flow/orfs finish
==> flow/config.mk <==
export PLATFORM = sky130hd
export DESIGN_NAME = registers
export DESIGN_NICKNAME = registers
export VERILOG_FILES = /design/flow/design.v
export SDC_FILE = /design/flow/constraint.sdc
export NUM_CORES = 4
export LEC_CHECK = 1
export CORE_UTILIZATION = 50
==> flow/constraint.sdc <==
current_design registers

set clk_period 2.7
set clk_io_pct 0.2

create_clock -name clk0 -period $clk_period [get_ports {clk}]

set non_clock_inputs [all_inputs -no_clocks]
set_input_delay [expr $clk_period * $clk_io_pct] -clock clk0 $non_clock_inputs
set_output_delay [expr $clk_period * $clk_io_pct] -clock clk0 [all_outputs]
==> Slide: Implementation Results <==
Flow Results at a Glance

Status
  – Outcome: complete, no violations

STA
  – RSZ-0062 raised after global routing: false
  – Final setup violation count: 0
  – Fin crit period: 2.63 ns
  – Final Hold Violation Tally: 0
  – Setup_tns: 0 ns
  – Rel. slew slack: just under 80%
  – Slew @ Worst Pin: between 0.3 and 0.4 ns
  – Cycle use final: between 90% and 100%
  – Pins Over Slew Limit: 0
  – Peak Freq: about 380 MHz
  – Worst setup margin: 0.0658 ns

Drt
  – Max Used Layer: met4
  – Antenna viol nets, final: 0
  – Wire length on met1: 5720 um
  – Met3 WL: ~1700 um
  – N_diodes: 0
  – WL met2: 7090 um
  – Number of DRC markers in iteration 0: 162
  – DRC Markers: 0
  – First-pass DRT Iterations: 4
  – Vias post-DR: 3,789
  – Via density per instance: just over 6
  – Wirelength, routed: between 10,000 and 15,000 um
  – WL per Instance: 23.9 um

Power and ir drop
  – P_sw: ~1.0 mW
  – Cell Int Power: 4.02 mW
  – Pleak: 2.93 nW
  – Sequential Power Share: 45.2%
  – Comb pwr share: roughly 11%
  – PwrDens: about 630 nW/um^2
  – Sw frac: about a fifth
  – Clock Power Share: roughly 44%
  – Worst vdd ir: 0.373 mV

Synthesis
  – Synth Flop Type: edfxtp_1
  – Post-synth seq share: 62.6%
  – Synth Area per Inst: approximately 17 um^2
  – Dominant cell area share: between 60% and 70%
  – Top post-synthesis cells by count: edfxtp_1, mux2i_1, mux4_1, mux2_2
  – Top-count cell post-synth: edfxtp_1
  – Yosys cell count: 361
  – Yosys reg bits: between 100 and 150
  – Area reported by Yosys stat: between 6000 and 7000 um^2
  – Top cells, area: edfxtp_1, mux4_1, mux2i_1, mux2_2, o22ai_1
  – Area of the mapped netlist: 6140 um^2
  – Post-Syn Instances: between 300 and 400
  – Ys Warns: 1
  – Largest area contributor in the netlist: edfxtp_1
  – Distinct lib cells: 33
  – Post-synth EDFFs: between 100 and 150
  – Ys async rst share: 0%

Setup path
  – CP max FO: 5
  – WP data arrival: between 2 and 2.5 ns
  – CP cell instances: buf_6 > clkbuf_16 > mux4_1 > mux2_2 > clkdlybuf4s50_1
  – Crit end category: output pin
  – Crit-path slowest cell: mux4_1
  – Critical path type: input pin to output pin
  – Startpoint types: input pin
  – Critical path data required time: between 2 and 2.5 ns
  – CP peak stage delay: approximately 0.54 ns

GRT
  – First-pass GRT wire length: 22,000 um
  – GRT Util Overall: between 20% and 30%
  – GR Overflow Total: 0
  – Vias in the first global route: 3,979
  – Antenna violations before repair: 0
  – Largest net degree at the start of global routing: 23

Clock tree
  – Clock Tree Root: clkbuf_16
  – TritonCTS buffer count: 17
  – Clk buf depth: 2
  – H-tree levels: 4
  – Hold Buf Count CTS: 0
  – TritonCTS clock tree: yes
  – Clock transition at the registers of the reported paths: ~0.05 ns
  – Clock sink count: 128

Layout
  – Comb gate area: roughly 2200 um^2
  – Fillers: a little over 800
  – Top reg by flops: regs
  – Finished Layout Cells: just over 600
  – Share of cells above drive strength 1: 26.3%
  – Register Area: a little under 4000 um^2
  – Area growth, synth to finish: 30.9%
  – Top Registers: regs (128)
  – Max FFs per register: approximately 130

Placement
  – Cells after DPL: 579
  – IO Port Bufs: 56
  – Place WS: -0.330 ns
  – Gp weighted congestion: 0.820
  – Post-DP HPWL: just under 9000 um

Floorplanning
  – Die area: ~13,000 um^2
  – Die Y: approximately 110 um
  – Die extent in x: about 110 um
  – Initial Utilization: between 50% and 60%
  – Core region area: 12,000 um^2
  – Ports: about 57
  – Row count: 40

Min path
  – Hold WC Path Type: input pin to flop

Flow run
  – Tool warnings: 26
  – Max_cap viols: 0
-- cell families (layout without fill, tap and decap cells) --
group | after synthesis | after routing | synth area share (%)
multiplexers | 100 | 100 | 24.9
AND/OR/NAND/NOR | 45 | 45 | 3.26
flip-flops | 128 | 128 | 62.6
AND-OR/OR-AND | 58 | 58 | 6.52
buffers and inverters | 30 | 141 | 2.65
-- per-stage QoR --
step	hold slack (ns)	cell area [um^2]	total power, mW	util [%]
finish	0.868	8030	5.06	66.9
global route	0.862	8030	5.23	66.9
CTS	0.856	7920	5.06	65.9
detailed placement	1.28	7230	2.85	60.2
global placement	1.26	7230	2.84	60.2
floorplan	0.639	6140	2.57	-
-- cells in the final DEF (no fill, tap or decap), types with 2 or more instances in the layout --
cell type        count
clkinv_1             3
o21ai_0              3
inv_1                2
a21oi_1              7
nand3_1              4
mux2_2              20
nor3_2               2
clkbuf_2             2
nand2_1             13
bufbuf_16            2
nor2b_1              2
o21a_1               8
o22ai_2              3
mux4_1              26
a211oi_1             7
mux4_2               6
o31a_1               6
mux2i_1             47
bufinv_16            3
buf_6                5
clkdlybuf4s50_1     51
a22oi_1              2
edfxtp_1           128
buf_12              15
nor2_1              15
o22ai_1             13
o32ai_1              2
clkbuf_16           19
buf_4               28
clkinv_2             6
nor3_1               2
nand2b_4             2
-- power by group through the flow --
| stage | Clock [mW] | Sequential (mW) | Combinational, mW |
|---|---|---|---|
| final | 2.20 | 2.28 | 0.572 |
| after CTS | 2.23 | 2.28 | 0.553 |
| after global routing | 2.33 | 2.29 | 0.614 |
-- worst max-delay path, delay by kind of cell --
kind     cells  cell delay [ns]
buf+inv      3             0.72
mux          2             0.83
-- final cells by class --
| class | instances | share of cell area, % |
|---|---|---|
| Sequential cell | 128 | 47.9 |
| Timing Repair Buffer | 107 | 15.1 |
| Clock buffer | 18 | 5.34 |
| Clock inverter | 14 | 1.84 |
| Tap cell | 147 | 2.29 |
| Multi-Input combinational cell | 203 | 27.5 |
| Inverter | 2 | 0.0935 |
-- metal layers --
| metal | GRT usage, % | vias up |
|---|---|---|
| met2 | 39.1 | 201 |
| met5 | 0 | - |
| met1 | 39.8 | 1853 |
| met4 | 4.27 | 0 |
| met3 | 14.8 | 25 |
| li1 | - | 1710 |
-- path summary, 6_finish.rpt --
check | startpoint | end | slack (ns) | cells past startpoint
worst max-delay path | disp_addr[0] | disp_out[10] | 0.07 | 5
worst min-delay path | in[7] | regs[5][7] | 0.87 | 1
-- what timing repair did --
item	in CTS	in global routing
endpoints found under the setup margin	32	26
pin swaps	2	2
gates cloned	3	3
setup buffers	2	0
gates resized	18	18
Power is estimated from default activity; no workload was simulated.
