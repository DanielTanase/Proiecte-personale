$ cat flow/run.sh
#!/bin/bash
# OpenROAD 26Q1-2900-gdf79404cd8, Yosys 0.63+post, stock flow scripts
make -C /OpenROAD-flow-scripts/flow DESIGN_CONFIG=/design/flow/config.mk WORK_HOME=/design/flow/orfs finish
$ cat flow/constraint.sdc
current_design alu

set clk_period 12.5
set clk_io_pct 0.2

create_clock -name clk0 -period $clk_period

set non_clock_inputs [all_inputs -no_clocks]
set_input_delay [expr $clk_period * $clk_io_pct] -clock clk0 $non_clock_inputs
set_output_delay [expr $clk_period * $clk_io_pct] -clock clk0 [all_outputs]
$ cat flow/config.mk
export PLATFORM = sky130hd
export DESIGN_NAME = alu
export DESIGN_NICKNAME = alu
export VERILOG_FILES = /design/flow/design.v
export SDC_FILE = /design/flow/constraint.sdc
export NUM_CORES = 4
export LEC_CHECK = 1
export CORE_UTILIZATION = 30
$ cat flow/design.v
`timescale 1ns / 1ps
module alu(
        oe,
        opcode,
        in1,
        in2,
        carry,
        out,
        flags
    );
parameter width = 16;
parameter flags_width = 5;
input                       oe;
input [3:0]                 opcode;
input [width-1 : 0]         in1;
input [width-1 : 0]         in2;
input                       carry;
output[width-1 : 0]         out;
output[flags_width-1 : 0]   flags;   
reg [width-1 : 0]           result;
reg                         p, s, z, o, c;
always @(*) begin
    case(opcode)
        0: begin
            {c, result} = in1 + in2 + carry;
            o = (in1[width-1] == in2[width-1]) && (in1[width-1] != result[width-1]);
        end
        1: begin
            {c, result} = in1 - in2 - carry;
            o = (in1[width-1] != in2[width-1]) && (in1[width-1] != result[width-1]);
        end
        2: begin
            {c, result} = in2 - in1 - carry;
            o = (in2[width-1] != in1[width-1]) && (in2[width-1] != result[width-1]);
        end
        4: begin
            result = in1 & in2;
            c = 0;
            o = 0;
        end
        5: begin
            result = in1 | in2;
            c = 0;
            o = 0;
        end
        6: begin
            result = in1 ^ in2;
            c = 0;
            o = 0;
        end
        3: begin
            result = ~(in1 | in2);
            c = 0;
            o = 0;
        end
        7: begin
            result = (in1 << 1) | (in2 << 1);
            c = in1[width-1] | in2[width - 1];
            o = result[width-1] != c;
        end
        8: begin
            result = (in1 >> 1) | (in2 >> 1);
            c = in1[0] | in2[0];
            o = in1[width-1] | in2[width-1];
        end
        9: begin
            result = {in1[width-1], in1[width-1:1]} | {in2[width-1], in2[width-1:1]};
            c = in1[0] | in2[0];
            o = 0;
        end
        default: begin
            result = 0;
            c = 0;
            o = 0;
        end
    endcase
    z = result == 0;
    s = result[width-1];
    p = ~^result;
end
assign out = oe ? result : 0;
assign flags = {p, s, z, o, c};
endmodule
==> report_table.html <==
<p>Metrics extracted from the flow reports.</p>
<table>
<tr><th>Metric</th><th>Value</th></tr>
<tr><th colspan="2">Final timing</th></tr>
<tr><td>Final number of max-transition violations</td><td>0</td></tr>
<tr><td>Final Setup Violations</td><td>0</td></tr>
<tr><td>Top achievable clock speed</td><td>0.103 GHz</td></tr>
<tr><td>Actual transition at the worst max-transition pin</td><td>between 0.9 and 1 ns</td></tr>
<tr><td>Setup total negative slack</td><td>0 ns</td></tr>
<tr><td>Final Hold Viols</td><td>0</td></tr>
<tr><td>RSZ-0062 raised after global routing</td><td>no</td></tr>
<tr><td>Final Critical Period</td><td>9.75 ns</td></tr>
<tr><td>Post-route clock period utilization</td><td>78.0%</td></tr>
<tr><td>Final Worst Setup Slack</td><td>between 2 and 3 ns</td></tr>
<tr><td>Slew margin rel.</td><td>around 35%</td></tr>
<tr><th colspan="2">Logic synthesis</th></tr>
<tr><td>Simple-gate portion of the synthesized area</td><td>about a fifth</td></tr>
<tr><td>Dominant combinational cell family by area after synthesis</td><td>AND-OR/OR-AND gates</td></tr>
<tr><td>Largest area contributor in the synthesized netlist</td><td>ha_1</td></tr>
<tr><td>Top cells by area</td><td>ha_1 27%, inv_1 6.4%, xnor2_1 6.4%</td></tr>
<tr><td>Synthesized area divided by synthesized cell count</td><td>7.11 sq um</td></tr>
<tr><td>XORs/XNORs by Area</td><td>8.67%</td></tr>
<tr><td>Most common cell in the netlist</td><td>ha_1</td></tr>
<tr><td>Mux share of post-synthesis cell area</td><td>0.883%</td></tr>
<tr><td>Synthesized-area fraction occupied by ao, oa, aoi and oai cells</td><td>31.5%</td></tr>
<tr><td>Top cells by count, synth</td><td>99 x ha_1, 77 x inv_1, 42 x a21oi_1, 42 x nor2_1, 39 x nand2_1</td></tr>
<tr><td>YS chip area</td><td>4530 sq um</td></tr>
<tr><td>Post-Syn Instances</td><td>between 600 and 700</td></tr>
<tr><td>Sequential area share after synthesis</td><td>0%</td></tr>
<tr><td>Distinct cells, synth</td><td>between 60 and 70</td></tr>
<tr><td>Cells in synth_stat.txt</td><td>638</td></tr>
<tr><td>Syn Std Cell Area</td><td>about 4500 sq um</td></tr>
<tr><td>Share of the synthesized area in the top cell type</td><td>27.3%</td></tr>
<tr><td>Synth Warn #</td><td>1</td></tr>
<tr><td>Post-Synth Adder-Cell Area</td><td>30.0%</td></tr>
<tr><th colspan="2">Pwr</th></tr>
<tr><td>Areal power density over the cells</td><td>roughly 63 nW/um^2</td></tr>
<tr><td>Total Power</td><td>0.000333 W</td></tr>
<tr><td>Peak supply drop</td><td>79.1 uV</td></tr>
<tr><td>Leakage</td><td>2.30 nW</td></tr>
<tr><th colspan="2">Worst setup path</th></tr>
<tr><td>WP data arrival</td><td>7.25 ns</td></tr>
<tr><td>Cell-by-cell trace of the critical path</td><td>clkdlybuf4s50_1 &gt; inv_1 &gt; fa_1 &gt; fa_1 &gt; o21ai_0 &gt; a22oi_1 &gt; a2111oi_0 &gt; o21bai_1 &gt; xnor2_1 &gt; o221ai_1 &gt; a21oi_1 &gt; ha_1 &gt; xor2_1 &gt; xnor2_1 &gt; xnor2_1 &gt; xnor2_2 &gt; xnor2_1 &gt; clkdlybuf4s50_1</td></tr>
<tr><td>Peak fanout along the critical path</td><td>4</td></tr>
<tr><td>Launching element type of the critical path</td><td>input pin</td></tr>
<tr><td>Slowest-stage cell, CP</td><td>clkdlybuf4s50_1</td></tr>
<tr><td>Crit path required time</td><td>10.00 ns</td></tr>
<tr><td>Type of the worst setup path</td><td>in -&gt; out</td></tr>
<tr><td>Critical path's most frequent cell</td><td>xnor2_1</td></tr>
<tr><td>Maximum cell stage delay along the critical path</td><td>0.58 ns</td></tr>
<tr><td>Category of cells accounting for the largest share of critical-path delay</td><td>AND-OR/OR-AND gates</td></tr>
<tr><td>Buffer-and-inverter tally for the worst setup path</td><td>3</td></tr>
<tr><td>Worst Setup End Kind</td><td>output port</td></tr>
<tr><th colspan="2">Finish</th></tr>
<tr><td>Final core utilization</td><td>36.1%</td></tr>
<tr><td>Count of clock buffers in the final design</td><td>0</td></tr>
<tr><td>Cell Count, Final, Fillers Out</td><td>about 860</td></tr>
<tr><td>Synthesis-to-finish area growth</td><td>16.5%</td></tr>
<tr><td>FF+latch count</td><td>0</td></tr>
<tr><td>Share of cells above drive strength 1</td><td>2.95%</td></tr>
<tr><td>Sequential Area</td><td>0 sq um</td></tr>
<tr><td>Fillers</td><td>1562</td></tr>
<tr><th colspan="2">Die</th></tr>
<tr><td>Standard-cell rows</td><td>44</td></tr>
<tr><td>Core utilization at floorplan</td><td>31.0%</td></tr>
<tr><td>Area of the chip</td><td>15600 sq um</td></tr>
<tr><td>Core Footprint</td><td>14600 sq um</td></tr>
<tr><td>Die boundary width</td><td>approximately 120 microns</td></tr>
<tr><td>Die height</td><td>125 microns</td></tr>
<tr><td>Ports</td><td>a little under 60</td></tr>
<tr><th colspan="2">Drt</th></tr>
<tr><td>Final ANT Viol Nets</td><td>0</td></tr>
<tr><td>Average wire per cell in the routed design</td><td>about 17 microns</td></tr>
<tr><td>Routed via count divided by cell count</td><td>5.47</td></tr>
<tr><td>First-iteration detailed-routing DRC count</td><td>between 300 and 400</td></tr>
<tr><td>Total wire length</td><td>14500 microns</td></tr>
<tr><td>First drt pass iteration count</td><td>22</td></tr>
<tr><td>Count of unresolved DRC violations after routing</td><td>0</td></tr>
<tr><td>Vias after detailed routing</td><td>around 4.7k</td></tr>
<tr><td>Antenna Diode Count</td><td>0</td></tr>
<tr><th colspan="2">Min path</th></tr>
<tr><td>Hold WC Path Type</td><td>in -&gt; out</td></tr>
<tr><th colspan="2">Outcome</th></tr>
<tr><td>Outcome</td><td>finished, final reports clean</td></tr>
<tr><th colspan="2">Place</th></tr>
<tr><td>Final weighted congestion in routability-driven placement</td><td>0.923</td></tr>
<tr><td>Total placed cells including tap cells</td><td>between 800 and 900</td></tr>
<tr><td># port buffers</td><td>59</td></tr>
<tr><td>Detailed Place HPWL</td><td>between 10000 and 15000 microns</td></tr>
<tr><td>Setup slack at placement</td><td>2.78 ns</td></tr>
<tr><th colspan="2">Clock tree</th></tr>
<tr><td>Total of cells resized after clock tree synthesis</td><td>0</td></tr>
<tr><td>Count of hold buffers inserted by post-cts repair</td><td>0</td></tr>
<tr><td>Postcts setup bufs</td><td>0</td></tr>
<tr><th colspan="2">GRT</th></tr>
<tr><td>First-pass GRT wire length</td><td>23200 microns</td></tr>
<tr><td>Antenna violations before repair</td><td>0</td></tr>
<tr><td>Global-route usage over all layers</td><td>18.6%</td></tr>
<tr><td>Sum of overflow across all layers after global routing</td><td>0</td></tr>
<tr><td>Vias in the first global route</td><td>4429</td></tr>
<tr><td>Largest net degree at the start of global routing</td><td>27</td></tr>
<tr><th colspan="2">Flow run</th></tr>
<tr><td>Max Cap Viol</td><td>0</td></tr>
<tr><td>Stage-log warning count</td><td>80</td></tr>
</table>
## cell type report
class / count / area, sq um / area share (%)
repair buffers: 66 / 643 / 12.2
inverters: 77 / 289 / 5.47
multi-input cells: 534 / 4120 / 78.0
well taps: 184 / 230 / 4.36
## power by group
| part | switching (W) | internal, W |
|---|---|---|
| Clock | 0 | 0 |
| Sequential | 0 | 0 |
| Combinational | 0.000173 | 0.000160 |
## routing by layer
| layer | vias up | part of all wire (%) | track usage [%] |
|---|---|---|---|
| met4 | 0 | 1.1 | 1.22 |
| met1 | 2141 | 47 | 27.2 |
| li1 | 2380 | - | - |
| met2 | 174 | 44 | 30.3 |
| met3 | 14 | 8.3 | 2.58 |
| met5 | - | 0 | 0 |
## final timing paths
| check | start | end | slack (ns) | cells after the start |
|---|---|---|---|---|
| min | in1[15] | flags[1] | 6.22 | 4 |
| max | in2[0] | flags[4] | 2.75 | 18 |
## cells by family after synthesis
kind of cell,Yosys count
AND-OR/OR-AND,206
AND/OR/NAND/NOR,175
adder cells (fa/ha/maj),105
buffers and inverters,104
XOR/XNOR,44
multiplexers,4
## stage by stage
stage	hold slack, ns	area [sq um]
floorplan	5.06	4530
global route	6.29	5280
global placement	6.23	5280
finish	6.22	5280
CTS	6.24	5280
detailed placement	6.23	5280
## placed cells by master (no fill, tap or decap), types with 4 or more instances in the layout
cell and count:
o2111ai_1 5, o221ai_1 4, nand3_1 8, o21a_1 10, o31ai_1 4, a21oi_1 42
o22ai_1 14, o211ai_1 13, inv_1 77, fa_1 6, and2_1 7, nor3_1 19
a21o_1 8, mux2i_1 4, a2111oi_0 4, a31oi_1 6, nand2b_1 10, o21ai_0 38
clkdlybuf4s50_1 59, xor2_1 10, nand3b_1 4, buf_4 7, nand2_1 39, nor2b_1 19
a221oi_1 7, nor2_1 42, a211oi_1 10, a211o_1 6, ha_1 99, xnor2_1 33
No activity file was given, so power comes from the tool's default toggle rates.
